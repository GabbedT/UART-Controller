File: flow/design.v
module baud_rate_generator (
    input  logic                    clk_i,      
    input  logic                    rst_n_i,
    input  logic [15:0]             divisor_i,       
    output logic                    ov_baud_rt_o     
);
    logic [15:0] counter_ov;
        always_ff @(posedge clk_i) begin : counter_16_br
            if (!rst_n_i) begin 
                counter_ov <= 16'b0; 
            end else begin  
                counter_ov <= (counter_ov == divisor_i) ? 16'b0 : counter_ov + 1'b1;
            end
        end : counter_16_br
    assign ov_baud_rt_o = (counter_ov == 1);
endmodule : baud_rate_generator
File: flow/run.sh
#!/bin/bash
# OpenROAD 26Q1-2900-gdf79404cd8, Yosys 0.63+post, stock flow scripts
make -C /OpenROAD-flow-scripts/flow DESIGN_CONFIG=/design/flow/config.mk WORK_HOME=/design/flow/orfs finish
File: flow/config.mk
export PLATFORM = sky130hd
export DESIGN_NAME = baud_rate_generator
export DESIGN_NICKNAME = baud_rate_generator
export VERILOG_FILES = /design/flow/design.v
export SDC_FILE = /design/flow/constraint.sdc
export NUM_CORES = 4
export LEC_CHECK = 1
export CORE_AREA = 10 10 99 99
export DIE_AREA = 0 0 109 109
File: flow/constraint.sdc
current_design baud_rate_generator

set clk_period 5.6
set clk_io_pct 0.2

create_clock -name clk0 -period $clk_period [get_ports {clk_i}]

set non_clock_inputs [all_inputs -no_clocks]
set_input_delay [expr $clk_period * $clk_io_pct] -clock clk0 $non_clock_inputs
set_output_delay [expr $clk_period * $clk_io_pct] -clock clk0 [all_outputs]
==> impl_metrics.csv <==
group,metric,value,unit
sta,period_needed,2.92,ns
floorplanning,rows,32,
sta,drv_slew,0,
drt,wire_per_inst,10.1,um
hold_path,min_path_type,"reg -> reg",
pwr,p_leak,0.383,nW
synth,synthesis.area,0.00103,sq mm
pwr,ir_drop,72.8,uV
sta,tightest_slew,0.370,ns
outcome,status,"complete, no violations",
synth,synthArstFlopShare,0,
grt,grt_pass1_vias,738,
synth,synth.distinct_cells,21,
worst_setup_path,path_max_fanout,5,
sta,setup_viol,0,
floorplanning,ios,19,
floorplanning,chipArea,0.0119,sq mm
cells_and_area,post-route-util,0.170,
placed_design,dpl.hpwl,1830,um
clocking,cts.clk_slew.worst_paths,0.06,ns
drt,vias_per_cell,3.27,
run,maxCapViolCount,0,
sta,fin_tns_setup,0,ns
grt,grt_overflow,0,
clocking,cts.sinks,16,
pwr,netSwitchingFraction,0.216,
floorplanning,fp_util,0.133,
drt,vias,732,
drt,dr.pass1.iters,4,
placed_design,port_buffers,18,
hold_path,whs_path_depth,1,
floorplanning,dieHeight,109,um
worst_setup_path,worst-endpoint-arrival,1.80,ns
synth,ys.flop_type,"dfxtp_1",
sta,whs,0.514,ns
pwr,power_switching,51.3,uW
pwr,combPwrFrac,0.151,
pwr,fin_total_pwr,237,uW
sta,hold_violations,0,
cells_and_area,reg_top3,"counter_ov x16",
placed_design,place_ws,2.79,ns
sta,finClkSkew,0.00121,ns
clocking,postCtsHoldBufs,0,
grt,antenna_found_initial,0,
grt,grt_pass1_wl,3800,um
run,warnings,26,
placed_design,placedCellCount,221,
sta,min_period_over_period,0.521,
drt,drc,0,
worst_setup_path,endpoint_kind,"primary output",
worst_setup_path,critPathKind,"reg -> out",
pwr,power_frac_seq,0.500,
cells_and_area,fin_area,0.00132,sq mm
synth,ys_top_cells_by_count,"xnor2_1, dfxtp_1, nor2_2",
sta,slew_headroom,0.753,
floorplanning,core,0.00773,sq mm
synth,synth.most_common_cell,"xnor2_1",
worst_setup_path,required,4.48,ns
clocking,numCtsBuffers,3,
synth,synth_warnings,1,
drt,drtIter0Drc,30,
clocking,cts_tree,"yes",
cells_and_area,area_growth,28.0,%
synth,syn_area_per_cell,9.44,sq um
placed_design,finalWeightedCongestion,0.860,
clocking,cts_setup_buffers,0,
drt,diodes,0,
synth,postSynthSeqShare,0.311,
cells_and_area,largest_reg_flops,16,
synth,top_cell_area_share,0.311,
pwr,clkPwrFrac,0.349,
grt,track_usage,0.0399,
synth,ys_cells,109,
drt,ant_nets,0,
sta,rsz0062_at_grt,"no",
clocking,cts_resized,0,
pwr,p_int,186,uW
sta,max_clock_freq,0.343,GHz
synth,netlist_instances,109,
synth,edf_count,0,
synth,ys_area,0.00103,sq mm
worst_setup_path,worst-r2r-cell-count,5,
clocking,insertion_delay,0.24,ns
clocking,cts.path.max_buffers,2,
placed_design,place_area,0.00127,sq mm
pwr,power_density,180,mW/mm^2
sta,timing.final.ws_setup,2.68,ns
cells_and_area,largest-register,"counter_ov",
synth,numSynthFlops,16,
worst_setup_path,crit_path_start_kind,"flop",
synth,top_cells_by_area,"dfxtp_1, xnor2_1, nor2_2, buf_6, nand4_2",
floorplanning,die_x,109,um
drt,routed_wl,2270,um
grt,grt_max_degree,17,
clocking,htree_levels,1,
synth,yosysTopAreaCell,"dfxtp_1",
clocking,cts_root_buffer,"clkbuf_8",
cells_and_area,layoutNonFillerInstCount,224,
cells_and_area,drive_above_1_share,0.172,
## cells in the final DEF, fill, tap and decap left out, drive strengths merged, types with 3 or more instances in the layout
cell type,Yosys,routed
clkdlybuf4s50,0,18
nand4,7,7
clkbuf,1,3
dfxtp,16,16
nor3,5,5
xnor2,28,28
nor4,6,6
nand3,5,5
nor2,19,19
nand2,5,5
## path summary, 6_finish.rpt
path                            start                        to  slack (ns)
min reg2reg  counter_ov[0]$_SDFF_PP0_  counter_ov[0]$_SDFF_PP0_        0.51
max          counter_ov[0]$_SDFF_PP0_              ov_baud_rt_o        2.68
min          counter_ov[0]$_SDFF_PP0_  counter_ov[0]$_SDFF_PP0_        0.51
max reg2reg  counter_ov[0]$_SDFF_PP0_  counter_ov[6]$_SDFF_PP0_        3.92
## metal layers
| metal | wire length, um | global-route usage | up-vias |
|---|---|---|---|
| met1 | 1230 | 0.0601 | 317 |
| li1 | - | - | 388 |
| met4 | 53 | 0.00753 | 0 |
| met3 | 167 | 0.0131 | 4 |
| met2 | 814 | 0.0540 | 23 |
| met5 | 0 | 0 | - |
## kinds of logic (layout without fill, tap and decap cells)
logic type	after synthesis	in the layout	share of synthesized area
flip-flops	16	16	0.311
XOR/XNOR	30	30	0.288
buffers and inverters	11	24	0.0742
adder cells (fa/ha/maj)	2	2	0.0243
AND-OR/OR-AND	1	1	0.0268
AND/OR/NAND/NOR	49	49	0.275
## power groups by stage
stage	clock network [mW]	registers (mW)	logic [mW]
4_1_cts	0.0872	0.118	0.0367
5_1_grt	0.0907	0.119	0.0391
6_report	0.0826	0.118	0.0358
## critical path, stage by stage (launching register included)
cell and delay, ns:
dfxtp_1 0.44, ha_1 0.19, nor4b_1 0.20, and4_1 0.25, clkdlybuf4s50_1 0.48
## cell type report
type	instances	area (sq um)
fillers	846	6410
clock buffers	3	41.3
multi-input cells	82	632
well taps	102	128
flip-flops and latches	16	320
repair buffers	19	188
inverters	2	7.51
Power figures rest on the tool's default switching activity, not on a simulated workload.
